### flow/config.mk
export PLATFORM = sky130hd
export DESIGN_NAME = Q2
export DESIGN_NICKNAME = Q2
export VERILOG_FILES = /design/flow/design.v
export SDC_FILE = /design/flow/constraint.sdc
export NUM_CORES = 4
export LEC_CHECK = 1
export CORE_AREA = 10 10 70 70
export DIE_AREA = 0 0 80 80
### flow/constraint.sdc
current_design Q2

set clk_period 5.3
set clk_io_pct 0.2

create_clock -name clk0 -period $clk_period

set non_clock_inputs [all_inputs -no_clocks]
set_input_delay [expr $clk_period * $clk_io_pct] -clock clk0 $non_clock_inputs
set_output_delay [expr $clk_period * $clk_io_pct] -clock clk0 [all_outputs]
### flow/design.v
module Q2(input [7:0]a,b,
			 input bin,
			  output reg [7:0]result,
			  output reg bout);
integer i;
reg borrow;
always@(a or b or bin)
begin
result[0]=a[0]^b[0]^bin;
borrow =(~a[0] & b[0]) | (~a[0] & bin) | (bin & b[0]);
for(i=0;i<8;i=i+1)
begin
result[i]=a[i]^b[i]^borrow;
borrow =(~a[i] & b[i]) | (~a[i] & borrow) | (borrow & b[0]);
end
bout=borrow;
end
endmodule
### flow/run.sh
#!/bin/bash
# OpenROAD 26Q1-2900-gdf79404cd8, Yosys 0.63+post, stock flow scripts
make -C /OpenROAD-flow-scripts/flow DESIGN_CONFIG=/design/flow/config.mk WORK_HOME=/design/flow/orfs finish
==> run_results.csv <==
group,metric,value,unit
outcome,status,"complete, no violations",
route,wl_per_cell,10.40,um
clocking,post_cts_resized,0,
timing,maxSlewViolCount,0,
floorplan,dieWidth,80,um
timing,tightest_slew,255.4,ps
cells_and_area,layout.area.seq,0,sq um
floorplan,chipArea,0.006400,sq mm
placed_design,gp_congestion,0.7185,
worst_setup_path,worstPathArrival,3610,ps
floorplan,fp_util,0.1505,
logic_synthesis,netlist_top_cells_area,"ha_1, inv_1, xor2_1",
worst_setup_path,cp.required,4240,ps
worst_setup_path,cp_slowest_cell,"clkdlybuf4s50_1",
cells_and_area,utilization,0.2425,
timing,fin_crit_sh,0.8802,
route,wl,1467,um
timing,relSlewSlack,0.8297,
worst_setup_path,critPathMaxStageDelay,480,ps
floorplan,rows,21,
cells_and_area,ff_count,0,
clocking,ctsHoldBuffers,0,
cells_and_area,nClkBuffers,0,
logic_synthesis,top_cell,"inv_1",
route,vias,551,
route,diodes,0,
route,drt-vias-per-instance,3.908,
worst_hold_path,min_path_type,"input port to output port",
floorplan,core-area,0.003416,sq mm
worst_setup_path,path_buffers,3,
route,antenna_left,0,
route,drc,0,
worst_setup_path,crit_path_cell_trace,"clkdlybuf4s50_1 -> inv_1 -> ha_1 -> nand2b_1 -> fa_1 -> nor4_1 -> a21oi_1 -> a31oi_1 -> xor2_1 -> clkdlybuf4s50_1",
logic_synthesis,ys_area,514.2,sq um
logic_synthesis,seq_area_frac_synth,0,
logic_synthesis,ys_types,30,
run,maxCapViolCount,0,
pwr,leakage,0.3613,nW
timing,period_minus_slack,4665,ps
logic_synthesis,yosys_warnings,1,
timing,finalHoldViolCount,0,
global_routing,antenna_found_initial,0,
timing,rsz0062_at_grt,"no",
pwr,max-vdd-ir-drop,0.00004018,V
timing,fin_setup_tns,0,ps
worst_setup_path,startpoint_type,"input port",
cells_and_area,drive_gt1_frac,0.07368,
global_routing,overflow,0,
placed_design,port_buffers,26,
logic_synthesis,syn_area,514.2,sq um
logic_synthesis,synth_cells,69,
cells_and_area,syn2layout_area_growth,61.07,%
logic_synthesis,ys_cells,69,
floorplan,io_pins,26,
logic_synthesis,largest_area_cell,"ha_1",
pwr,p_per_area,104.7,mW/mm^2
clocking,post_cts_buffers,0,
worst_setup_path,critical_path.max_fanout,4,
timing,setup_violations,0,
global_routing,grt_pass1_vias,558,
placed_design,dp_hpwl,1347,um
logic_synthesis,syn_area_per_cell,7.453,sq um
floorplan,die_h,80,um
run,warnings,33,
global_routing,grt_max_degree,13,
worst_setup_path,cp-end-kind,"output port",
logic_synthesis,synthTopCellsByCount,"inv_1, ha_1, xor2_1, a21oi_1, nand2_1",
route,drtIter0Drc,22,
global_routing,grt_use_total,0.04510,
worst_setup_path,path_class,"input port to output port",
worst_setup_path,cp_top_family,"buffers and inverters",
timing,fmax,214.4,MHz
route,first_pass_iters,4,
global_routing,grt_pass1_wl,2435,um
logic_synthesis,yosysTopAreaCellShare,0.1946,
worst_setup_path,cpMostUsedCell,"clkdlybuf4s50_1",
==> logic make-up (layout without fill, tap and decap cells) <==
kind of cell / Yosys count / in the layout / synth area share
AND/OR/NAND/NOR: 21 / 21 / 0.2677
AND-OR/OR-AND: 19 / 19 / 0.2798
XOR/XNOR: 6 / 6 / 0.1022
buffers and inverters: 14 / 40 / 0.1168
adder cells (fa/ha/maj): 9 / 9 / 0.2336
==> layout make-up <==
class | instances | area (sq um)
Timing Repair Buffer | 27 | 267.8
Multi-Input combinational cell | 55 | 454.2
Tap cell | 46 | 57.56
Fill cell | 397 | 2587
Inverter | 13 | 48.80
==> where the power goes <==
part	internal (mW)	switching (mW)	total, mW
Combinational	0.0547	0.0321	0.0867
Sequential	0	0	0
Clock	0	0	0
Total	0.0547	0.0321	0.0867
==> final timing paths <==
path | start | end | slack, ps | cells past startpoint
max | a[0] | result[6] | 630 | 10
min | b[5] | result[5] | 3180 | 4
==> metal layers <==
metal / up-vias / GRT usage / part of all wire
met5: - / 0 / 0
met4: 0 / 0 / 0
met3: 0 / 0.007955 / 0.048
met2: 18 / 0.08026 / 0.46
met1: 240 / 0.05828 / 0.49
li1: 293 / - / -
==> cell usage in the layout (no fill, tap or decap), types with 2 or more instances in the layout <==
cell,count
xor2_1,5
nor2b_1,3
inv_1,13
nand2b_1,3
nor2_1,3
a21oi_1,4
nand2_1,4
clkdlybuf4s50_1,26
nor3_1,2
ha_1,8
a211o_1,2
o211ai_1,2
o21ai_0,2
==> stage by stage <==
step                instance area (sq um)  setup WS, ps  instances  power, mW  hold WS (ps)
floorplan                           514.2          1717         69    0.03910          2268
global placement                    828.3         635.6        141    0.08789          3181
detailed placement                  828.3         617.0        141    0.08852          3188
CTS                                 828.3         606.5        141    0.08923          3193
global route                        828.3         506.7        141    0.09743          3213
finish                              828.3         635.0        141    0.08675          3177
No activity file was given, so power comes from the tool's default toggle rates.
