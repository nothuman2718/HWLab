[flow/run.sh]
#!/bin/bash
# OpenROAD 26Q1-2900-gdf79404cd8, Yosys 0.63+post, stock flow scripts
make -C /OpenROAD-flow-scripts/flow DESIGN_CONFIG=/design/flow/config.mk WORK_HOME=/design/flow/orfs finish
[flow/config.mk]
export PLATFORM = sky130hd
export DESIGN_NAME = B220581CS_VANKAYALAPATI_3
export DESIGN_NICKNAME = B220581CS_VANKAYALAPATI_3
export VERILOG_FILES = /design/flow/design.v
export SDC_FILE = /design/flow/constraint.sdc
export NUM_CORES = 4
export LEC_CHECK = 1
export CORE_UTILIZATION = 50
[flow/constraint.sdc]
current_design B220581CS_VANKAYALAPATI_3

set clk_period 9.6
set clk_io_pct 0.2

create_clock -name clk0 -period $clk_period [get_ports {clk}]

set non_clock_inputs [all_inputs -no_clocks]
set_input_delay [expr $clk_period * $clk_io_pct] -clock clk0 $non_clock_inputs
set_output_delay [expr $clk_period * $clk_io_pct] -clock clk0 [all_outputs]
[flow/design.v]
module B220581CS_VANKAYALAPATI_3
					(input clk,reset,codesw,anysw,
					 output reg [1:0]selsw,
					 output reg locked,alarm,entimer );
parameter s0=3'b000,
			 s1=3'b001,
			 s2=3'b010,
			 s3=3'b011,
			 wrong=3'b100,
			 unlock=3'b101;
reg [2:0]state=s0;
integer count=0;
always@(posedge clk)
begin
	if(reset==1)
		begin
			state<=s0;
			selsw<=0;
			locked<=1;
			entimer<=0;
			alarm<=1;
		end
	else if(anysw==0)
		begin
			state<=s0;
			selsw<=1'bx;
			locked<=1'bx;
			entimer<=1'bx;
			alarm<=1'bx;
		end
	else
	begin
		case(state)
		s0:
			begin
				if(codesw==1 && anysw==1)
					begin
						state<=s1;
						selsw<=2'b01;
						locked<=1;
						entimer<=0;
						alarm<=1;
					end
				else if(codesw==0 && anysw==1)
					begin
						state<=wrong;
						selsw<=0;
						locked=1;
						entimer<=0;
						alarm<=0;
					end
			end
		s1:
			begin
				if(codesw==1 && anysw==1)
					begin
						state<=s2;
						selsw<=2'b10;
						locked<=1;
						entimer<=0;
						alarm<=1;
					end
				else if(codesw==0 && anysw==1)
					begin
						state<=wrong;
						selsw<=0;
						locked=1;
						entimer<=0;
						alarm<=0;
					end
			end
		s2:
			begin
				if(codesw==1 && anysw==1)
					begin
						state<=s3;
						selsw<=2'b11;
						locked<=1;
						entimer<=0;
						alarm<=1;
					end
				else if(codesw==0 && anysw==1)
					begin
						state<=wrong;
						selsw<=0;
						locked=1;
						entimer<=0;
						alarm<=0;
					end
			end
		s3:
			begin
				if(codesw==1 && anysw==1)
					begin
						state<=unlock;
						selsw<=0;
						locked<=0;
						entimer<=1;
						alarm<=1;
					end
				else if(codesw==0 && anysw==1)
					begin
						state<=wrong;
						selsw<=0;
						locked=1;
						entimer<=0;
						alarm<=0;
					end
			end
		unlock:
			begin
				count=count+1;
				locked<=0;
				selsw<=0;
				entimer<=1;
				alarm<=1;
				if(count==10)
					begin
						state<=s0;
						alarm<=1;
						locked<=1;
						selsw<=0;
						count=0;
						entimer<=0;
					end
			end
		wrong:
			begin
				locked<=1;
				alarm<=0;
				entimer<=0;
				selsw<=0;
			end
	endcase
	end
end
endmodule		
==> results.txt <==
The implementation run finished. The commonest cells after synthesis are sky130_fd_sc_hd__edfxtp_1 (32), sky130_fd_sc_hd__xnor2_1 (25), sky130_fd_sc_hd__nand2_1 (23). Quantity of gates resized following cts landed at 0. Growth of design area from synthesis to finish landed at 7.194%. The script extracted a total leakage power of 0.7924 nW. Number of synthesized flops with an enable pin landed at 32. Number of global-route vias before repair landed at 1,610.

Total met3 wirelength after detailed routing landed at 305 microns. Final worst setup slack landed at 6.131 ns. Before any placement, the netlist area is recorded as 2435 sq um. In the final report, the number of endpoints failing setup comes to 0. Remaining design rule violation count landed at 0.

Routed signal wires occupy layers up through met4. I/O pin count landed at 9. Adding up every negative setup slack in the final design gives 0 ns. In the setup report, the worst path falls into the class reg2reg. The chip area line in the Yosys stat output reads 2435 sq um. Data required time at the worst endpoint landed at 9.63 ns. Per the timing report, the most critical flop-to-flop path originates at count[4]. Recorded from the global router log, the overflow total was 0. Cell depth of the worst flop-to-flop path landed at 7. Warnings reported by Yosys during synthesis add up to 1. After synthesis, the mean cell area works out to 9.858 sq um. The pre-antenna-repair detailed-routing pass consisted of 4 iterations.

Maximum fanout along the worst path landed at 11. TritonCTS built the clock tree. Post-CTS setup repair buffer count landed at 0. For the final database, setup skew stands at 0.003716 ns. For this block, wires on met1 add up to 2260 microns. Achievable frequency landed at 288.3 MHz. Maximum vdd drop landed at 0.06048 mV. Reg2reg setup slack landed at 6.13 ns. Per the STA report, the cell with the highest stage delay on the worst path is sky130_fd_sc_hd__nor4_1. The first routing iteration left 142 violations.

Hold analysis lists the worst path endpoint as entimer. Placed instance area landed at 2522 sq um. Counting pins that exceed their max-slew limit in the final report gives 0. STA classifies the critical path endpoint as a flip-flop. Total power divided by cell area landed at 118.2 nW/um^2. Arrival time reported for the critical path endpoint landed at 3.50 ns.

The worst hold path belongs to the class reg2reg. Per the timing report, the most critical flop-to-flop path finishes at count[3]. According to the floorplan report, the total die area is 5153 sq um. The transition time recorded at the tightest slew-check pin is 0.8526 ns. The initial antenna violation count is 0.

The count of nets left with antenna violations once routing finished came out at 0. Global-route wire length before repair landed at 7624 microns. Horizontal die size landed at 71.79 microns. Looking at area per cell type in the netlist, the leader is sky130_fd_sc_hd__edfxtp_1. The final hold violation count recorded for this run is 0.

Cells with a size suffix above 1 make up 8.032% of the layout. No sink is reached through more buffers than the 2 on the longest clock path. The routed layout has 1,833 vias.

The routed design uses 1949 microns of met2 wire. Setup repair after global routing left no endpoint under its margin. For reference, the critical path cell chain is nand3_1 -> nor4_1 -> nand2_1 -> xnor2_1 -> or4_1 -> nor4_4 -> nor2_1. Average wire per cell in the routed design landed at 15.07 microns. Number of max-cap violations landed at 0. Sequential elements use 46.04% of the synthesized area. Chip height landed at 71.79 microns. Worst relative slew slack landed at 42.63%. The worst setup path is launched from a flip-flop. The worst hold path begins at entimer. Ratio of final minimum period to clock period landed at 36.14%.

The tree is rooted in a sky130_fd_sc_hd__clkbuf_8. Level count of the clock H-tree landed at 2. After detailed routing, the number of vias per cell comes to 6.050.

Pre-CTS setup slack landed at 6.008 ns. Synthesis-stage register bit count landed at 40. Area share of the largest cell type after synthesis landed at 39.47%. Final wirelength landed at 4567 microns. Per the OpenROAD floorplan log, the area of the core is 4692 sq um. Detailed placement finished with a half-perimeter wire length of 3120 microns.

Fraction of registers with async set/reset landed at 0%. In the post-synthesis netlist, the biggest area contributors are sky130_fd_sc_hd__edfxtp_1 (39%), sky130_fd_sc_hd__xnor2_1 (9.0%), sky130_fd_sc_hd__dfxtp_1 (6.6%). Final design area excluding fillers landed at 2610 sq um. Final total power landed at 308.6 uW. For this run the top cell type by instance count after synthesis was sky130_fd_sc_hd__edfxtp_1. Floorplan utilization landed at 51.89%.

After clock tree synthesis, the clock-pin slew on the worst setup and hold paths is 0.08 ns. The repair_antennas step left the layout with diodes totalling 0. Shortest clock period the worst path allows after layout landed at 3.469 ns.

Number of buffers added to fix hold violations after cts landed at 0. Largest stage delay on the critical path landed at 0.85 ns. Utilization after layout landed at 55.63%. Total number of placement rows landed at 25. Pin count of the biggest net entering global routing landed at 33. Routability-driven placement finished with a final weighted congestion of 0.8769. Quantity of I/O buffers inserted on ports landed at 8. The flow ran to the end, and the final reports show no timing, DRC or antenna violations.

Per the skew report, the later register of the worst-skew pair sees a clock latency of 0.29 ns. The most used flip-flop cell after synthesis is sky130_fd_sc_hd__edfxtp_1. Count of tool warnings landed at 26. Distinct cell type count of the synthesized netlist landed at 47. Counting the buffers created by CTS gives 5. The report gives the cell count of the worst hold path as 4.

CTS saw 40 sinks. The synthesized netlist handed to floorplanning was reported with a cell count of 247. Number of standard cells reported by yosys landed at 247. Overall track demand over capacity in global routing landed at 19.74%.
## cell usage in the layout (no fill, tap or decap), types with 8 or more instances in the layout
master / count
sky130_fd_sc_hd__a21oi_1: 11
sky130_fd_sc_hd__clkdlybuf4s50_1: 8
sky130_fd_sc_hd__dfxtp_1: 8
sky130_fd_sc_hd__edfxtp_1: 32
sky130_fd_sc_hd__nand2_1: 23
sky130_fd_sc_hd__nand3_1: 14
sky130_fd_sc_hd__nand4_1: 12
sky130_fd_sc_hd__nor2_1: 15
sky130_fd_sc_hd__nor3_1: 9
sky130_fd_sc_hd__xnor2_1: 25
sky130_fd_sc_hd__xor2_1: 9
## through the flow
stage,cells,hold slack (ns)
6_report,303,0.5485
5_1_grt,303,0.5918
4_1_cts,303,0.5464
3_5_place_dp,295,0.5320
3_3_place_gp,295,0.5200
2_1_floorplan,247,0.4748
## per-layer routing
metal | global-route usage [%] | up-vias
met4 | 1.743 | 0
met1 | 34.68 | 851
met2 | 27.46 | 52
met3 | 4.850 | 6
li1 | - | 924
met5 | 0 | -
## power by group
group	internal, mW	switching, mW	leakage (nW)	total [mW]
Clock	0.0501	0.0585	0.0378	0.109
Combinational	0.00554	0.00568	0.401	0.0112
Sequential	0.186	0.00251	0.353	0.189
Total	0.242	0.0667	0.792	0.309
## critical path, delay by kind of cell (launching register included)
| family | cells | cell delay [ns] |
|---|---|---|
| simple gates | 6 | 2.56 |
| flops | 1 | 0.49 |
| xor+xnor | 1 | 0.18 |
## cell families (layout without fill, tap and decap cells)
kind of cell	Yosys count	after routing	share of synthesized area, %
and+or+nand+nor	108	108	24.82
AOI/OAI and AO/OA	43	43	11.92
DFF	40	40	46.04
xor gates and xnor gates	34	34	12.23
buffers and inverters	19	21	3.494
adders and majority gates	2	2	1.028
muxes	1	1	0.4625
## how the worst max path moves through the flow
| stage | from | end | slack [ns] |
|---|---|---|---|
| 6_report | count[4] | count[3] | 6.13 |
| 5_1_grt | count[4] | count[1] | 5.83 |
| 4_1_cts | count[4] | count[3] | 6.14 |
## registers in the layout (all words and copies together), names as in the netlist
signal,flops
count,32
state,3
selsw,2
alarm,1
entimer,1
locked,1
## cell type report
class	count	area [sq um]
fill	400	2082
multi-input combinational	188	1231
sequential	40	1121
timing repair buffer	9	87.58
clock buffer	5	68.82
tap	54	67.56
clock inverter	3	18.77
inverter	4	15.01
No activity file was given, so power comes from the tool's default toggle rates.
