$ cat ./run.sh
#!/bin/bash
# OpenROAD 26Q1-2900-gdf79404cd8, Yosys 0.63+post, stock flow scripts
make -C /OpenROAD-flow-scripts/flow DESIGN_CONFIG=/design/flow/config.mk WORK_HOME=/design/flow/orfs finish
$ cat ./config.mk
export PLATFORM = sky130hd
export DESIGN_NAME = B220581CS_VANKAYALAPATI_2
export DESIGN_NICKNAME = B220581CS_VANKAYALAPATI_2
export VERILOG_FILES = /design/flow/design.v
export SDC_FILE = /design/flow/constraint.sdc
export NUM_CORES = 4
export LEC_CHECK = 1
export CORE_AREA = 10 10 108 108
export DIE_AREA = 0 0 118 118
$ cat ./constraint.sdc
current_design B220581CS_VANKAYALAPATI_2

set clk_period 4.8
set clk_io_pct 0.2

create_clock -name clk0 -period $clk_period [get_ports {clk}]

set non_clock_inputs [all_inputs -no_clocks]
set_input_delay [expr $clk_period * $clk_io_pct] -clock clk0 $non_clock_inputs
set_output_delay [expr $clk_period * $clk_io_pct] -clock clk0 [all_outputs]
$ cat ./design.v
module B220581CS_VANKAYALAPATI_2(
						input clk,output reg NS,EW);
parameter NSs=2'b00;
parameter EWs=2'b01;
reg state=NSs;
integer count=0;
always@(posedge clk)
begin
case(state)
NSs:
	begin
		if(count<2)
			begin 
				state<=NSs;
				NS=1;
				EW=0;
				count=count+1;
			end
		else
			begin
				state<=EWs;
				NS=1;
				EW=0;
				count=0;
			end
	end
EWs:
	begin
		if(count<2)
			begin
				state<=EWs;
				NS=0;
				EW=1;
				count=count+1;
			end
		else
			begin
				state<=NSs;
				NS=0;
				EW=1;
				count=0;
			end
	end
endcase
end
endmodule
==> Slide: Implementation Results <==
Key Metrics from the Run

Outcome
  – Outcome: complete, no violations

Placement
  – Port bufs: 2
  – Dpl hpwl: 1900 um
  – Cell count after placement: 302
  – Gpl congestion: 0.810
  – Dpl ws: 2.52 ns

Final timing
  – Post-Route Setup TNS: 0 ns
  – Clk_skew: between 0.004 and 0.005 ns
  – Final hold viol count: 0
  – Max transition margin: approximately 55%
  – RSZ-0062 raised after global routing: no
  – Setup ws final: between 2 and 2.5 ns
  – Min Clock Period, post-route: around 2.3 ns
  – Slew Limit Fails: 0
  – Final setup fails: 0
  – Fin crit share: 48.2%
  – Worst-Margin Slew: around 0.67 ns
  – Highest Clock Rate: 432 MHz

Global route
  – Global-route wire length before repair: approximately 5100 um
  – Vias in the first global route: 1,099
  – Gr ovfl total: 0
  – Largest net degree at the start of global routing: 33
  – Antenna violations before repair: 0
  – GRT Util Overall: 4.14%

Synth
  – Top area cell types: dfxtp_1 (45%), xnor2_1 (7.3%), or4_1 (5.8%)
  – Mapped Cells: between 150 and 200
  – FFs w/ async S/R, synth: 0%
  – Register share after synthesis: 45.2%
  – Post-synth top cells: dfxtp_1 (35), nor2_1 (18), a21oi_1 (15)
  – Dominant cell type by area after synthesis: dfxtp_1
  – Post-Syn Area: 1550 um^2
  – Synth warn: 1
  – Yosys xor share: 8.47%
  – Area leader share: 45.2%
  – Seq cells post-synth: 35
  – Largest logic family: simple AND/OR/NAND/NOR gates
  – Compound Share, Synth: 12.4%
  – Number of enable flip-flop cells: 0
  – MUX share of area: 0%
  – Yosys stat chip area: 1550 um^2
  – Syn avg cell area: 8.72 um^2
  – Adder Share, Synth: 0.806%
  – Count of unique library cells instantiated by Yosys: 25
  – Count leader, synth: dfxtp_1
  – Main flop type: dfxtp_1
  – Yosys simple share: 29.5%
  – Yosys cell count: approximately 180

Run
  – MaxCap Viol Count: 0
  – Number of warnings in the stage logs: 25

Clocking
  – Max Root-Sink Buffers: 2
  – Clk slew on worst S/H paths: about 0.070 ns
  – H-Tree Level Count: 2
  – Post-CTS Hold Fix Bufs: 0
  – Clk sinks: 35
  – Clock Latency Late Sink: 0.28 ns
  – Root Buffer: clkbuf_8
  – TritonCTS clock tree: yes
  – Setup bufs post-CTS: 0
  – Cts repair resizes: 0
  – Total CTS buffers: 5

Critical path
  – Startpoint Class: flop
  – Required @ worst endpoint: 5.01 ns
  – Worst setup EP type: flop
  – Crit Path Max Fanout: 16
  – Worst EP arrival: 2.53 ns
  – Crit path kind: flop to flop

Floorplan
  – Die X: 118 um
  – CORE AREA: between 9000 and 10,000 um^2
  – FP Util: roughly 17%
  – Number of cell rows: 35
  – Die Y: 118 um
  – Ports: 3
  – Chip area: 13,900 um^2

Pwr
  – Combinational share of power: 0%
  – Internal power: approximately 0.4 mW
  – PD cells: roughly 280 nW/um^2
  – Switch share: 20.1%
  – Sw power: 0.101 mW
  – Clk pwr share: between 40 and 50%
  – Max IR drop VDD: 0.0920 mV
  – Leakage: 0.634 nW
  – Seq pwr share: 57.6%

Detailed routing
  – 1st-pass router iterations: 4
  – Detailed-route DRC error count: 0
  – Wire length per cell: 9.77 um
  – Final antenna-violating net count: 0
  – Via/cell ratio: about 4.1
  – DRT iter0 DRCs: 109
  – Via Count: 1,253
  – WL final: between 3000 and 4000 um
  – N_diodes: 0

Min path
  – Hold Path Class: flop to flop

Final layout
  – Share of layout cells above drive strength 1: under 10%
  – Layout area overhead: 16.1%
  – Non-Filler Instances: 309
[through the flow]
step | hold WS [ns] | util (%) | cell area [um^2] | power (mW)
after global placement | 0.335 | 18.5 | 1710 | 0.297
after floorplan | 0.331 | - | 1550 | 0.297
after global routing | 0.357 | 19.4 | 1800 | 0.529
after CTS | 0.352 | 19.4 | 1800 | 0.512
final | 0.351 | 19.4 | 1800 | 0.504
after detailed placement | 0.337 | 18.5 | 1710 | 0.297
[worst max-delay path, stage by stage, from the launching register on]
cell     delay, ns
dfxtp_1       0.37
ha_1          0.23
nand3_1       0.17
or4_1         0.74
or4_1         0.58
a21oi_1       0.15
[cells by family after synthesis]
family | Yosys count
compound gates | 32
xor+xnor | 15
fa+ha+maj | 1
buf+inv | 14
flops | 35
simple gates | 81
[cell usage in the layout (no fill, tap or decap), types with 2 or more instances in the layout]
| cell type | n |
|---|---|
| clkbuf_8 | 6 |
| a21oi_1 | 15 |
| inv_1 | 6 |
| o31ai_1 | 9 |
| nor4_1 | 10 |
| nand3_2 | 2 |
| dfxtp_1 | 35 |
| xor2_1 | 2 |
| nor2_1 | 18 |
| clkdlybuf4s50_1 | 2 |
| nand4_1 | 5 |
| and4_1 | 3 |
| or3_1 | 6 |
| nor3_1 | 4 |
| or4_1 | 12 |
| xnor2_1 | 13 |
| o21ai_0 | 6 |
| nand2_1 | 10 |
| nand3_1 | 8 |
[state kept, by name, summed over array words and instances, names as in the netlist]
name	count
state	1
count	32
NS	1
EW	1
[power by group through the flow]
| stage | Combinational (mW) | Sequential (mW) | Clock [mW] |
|---|---|---|---|
| finish | 0.000000305 | 0.290 | 0.214 |
| CTS | 0.000000305 | 0.290 | 0.222 |
| global route | 0.000000305 | 0.290 | 0.239 |
[layout make-up]
type                       count  area, um^2
clock buffer                   6        82.6
clock inverter                 1        5.00
fill                        1046        7480
inverter                       6        22.5
multi-input combinational    129         802
sequential                    35         701
tap                          129         161
timing repair buffer           3        27.5
[layer usage]
metal,share of wire (%),track usage [%]
met4,0.83,0.541
met1,53,5.66
met2,42,6.15
met5,0,0
met3,4.2,1.65
[final timing paths]
| path | cells after the start | to | startpoint | slack, ns |
|---|---|---|---|---|
| min | 0 | EW$_DFF_P_ | state$_DFF_P_ | 0.35 |
| min reg2reg | 0 | EW$_DFF_P_ | state$_DFF_P_ | 0.35 |
| max | 5 | count[26]$_SDFF_PN0_ | count[0]$_SDFF_PN0_ | 2.49 |
| max reg2reg | 5 | count[26]$_SDFF_PN0_ | count[0]$_SDFF_PN0_ | 2.49 |
No activity file was given, so power comes from the tool's default toggle rates.
